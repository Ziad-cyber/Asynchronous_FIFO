### /design/flow/design.v
module queue (
    input wire       w_clk,
    input wire       rst,
    input wire [3:0] w_ptr,
    input wire [3:0] r_ptr,
    input wire [7:0] data_in,
    input wire       full_flag,
    input wire       empty_flag,
    output reg [7:0] data_out
);
reg [7:0] que [0:15];
integer i;
always @(posedge w_clk or negedge rst) 
    begin
        if (!rst) 
            begin
                for (i = 0;i<16 ;i=i+1 ) 
                    begin
                        que[i]<=8'b0;
                    end    
            end
        else
            begin
                if (!full_flag) 
                    begin
                        que[w_ptr]<=data_in;
                    end
            end
    end
always @(*) 
    begin
        if (!empty_flag) 
            begin
                data_out=que[r_ptr];    
            end
        else
            begin
                data_out=8'b0;
            end
    end
endmodule
### /design/flow/constraint.sdc
current_design queue

set clk_period 2.7
set clk_io_pct 0.2

create_clock -name clk0 -period $clk_period [get_ports {w_clk}]

set non_clock_inputs [all_inputs -no_clocks]
set_input_delay [expr $clk_period * $clk_io_pct] -clock clk0 $non_clock_inputs
set_output_delay [expr $clk_period * $clk_io_pct] -clock clk0 [all_outputs]
### /design/flow/run.sh
#!/bin/bash
# OpenROAD 26Q1-2900-gdf79404cd8, Yosys 0.63+post, stock flow scripts
make -C /OpenROAD-flow-scripts/flow DESIGN_CONFIG=/design/flow/config.mk WORK_HOME=/design/flow/orfs finish
### /design/flow/config.mk
export PLATFORM = sky130hd
export DESIGN_NAME = queue
export DESIGN_NICKNAME = queue
export VERILOG_FILES = /design/flow/design.v
export SDC_FILE = /design/flow/constraint.sdc
export NUM_CORES = 4
export LEC_CHECK = 1
export CORE_UTILIZATION = 50
==> flow_metrics.env <==
# yosys + openroad results
export IMPL_status="completed"
export IMPL_flop_cell="dfrtp_1"
export IMPL_final_layout_size_suffix_gt1_share_pct=47.5
export IMPL_slew_headroom_pct=55.7
export IMPL_dieArea_mm2=0.0126
export IMPL_io_buffer_count=27
export IMPL_grt_usage_pct=28.0
export IMPL_overflow=0
export IMPL_cts_buffers=17
export IMPL_viasPerCell=5.97
export IMPL_largest_register_ffs=128
export IMPL_dp_cells=676
export IMPL_crit_path_end_kind="output pin"
export IMPL_clkSinkCount=128
export IMPL_io_pins=28
export IMPL_async_reset_ff_share_pct=100
export IMPL_num_vias=4272
export IMPL_fp_coreArea_mm2=0.0117
export IMPL_finalSetupViolations=0
export IMPL_yosys_area_mm2=0.00609
export IMPL_final_common_cell="dfrtp_1"
export IMPL_die_width_um=112
export IMPL_cp_arrival_ns=2.11
export IMPL_worst_slew_pin_slew_ns=0.663
export IMPL_dieHeight_um=112
export IMPL_critPathKind="in2out"
export IMPL_first_global_vias=4491
export IMPL_drt_iter0_drc=274
export IMPL_dp_hpwl_um=10800
export IMPL_reg2regPathDepth=1
export IMPL_min_period_over_period_pct=98.1
export IMPL_gp_congestion=0.895
export IMPL_final_max_slew_viol_count=0
export IMPL_power_density_mw_per_mm2=770
export IMPL_pre_cts_ws_ns=-0.697
export IMPL_max_vdd_ir_drop_uv=586
export IMPL_synthToLayoutAreaGrowth_pct=28.0
export IMPL_layoutNonFillerInstCount=716
export IMPL_grt_pass1_wl_um=25300
export IMPL_drt_pass1_iter_count=15
export IMPL_ys_types=47
export IMPL_synth_seq_share_pct=52.6
export IMPL_wl_per_cell_um=21.8
export IMPL_leakage_nw=3.46
export IMPL_max_flop_register="que"
export IMPL_cp_required_ns=2.16
export IMPL_drc=0
export IMPL_warning_count=25
export IMPL_edf_count=0
export IMPL_lay_top_cells="128 x dfrtp_1, 126 x mux2_2, 51 x buf_4"
export IMPL_yosys_warnings=2
export IMPL_syn_area_mm2=0.00609
export IMPL_cts_tree="done"
export IMPL_avgSynthCellArea_um2=12.7
export IMPL_cts_root_buf="clkbuf_16"
export IMPL_setup_slack_ns=0.0506
export IMPL_wl_um=15600
export IMPL_skew_ns=0
export IMPL_detail_route_antenna_nets=0
export IMPL_cts_max_level=4
export IMPL_antenna_found_initial=0
export IMPL_core_rowCount=39
export IMPL_hold_viol=0
export IMPL_grt_max_degree=76
export IMPL_synth_seq_cells=128
export IMPL_maxCapViolCount=0
export IMPL_crit_path_start_kind="primary input"
export IMPL_cp_max_fo=5
export IMPL_synth_cells=480
export IMPL_antenna_cells=0
export IMPL_clock_latency_ns=0.41
export IMPL_path_clk_slew_ns=0.05
export IMPL_reg_top3="que: 128 flops"
export IMPL_fp_util_pct=52.2
export IMPL_grt_setup_unrepaired="false"
export IMPL_hp_class="in2async"
export IMPL_synth_stat_cells=480
export IMPL_fmaxAchievable_mhz=377
export IMPL_fin_crit_ns=2.65
export IMPL_cts_buffer_depth=2
==> synthesized netlist by cell type (8+ instances only) <==
library cell  number  share of area, %
and3_1             8              0.82
dfrtp_1          128                53
clkbuf_1          12              0.74
nor2b_1            9              0.92
a22o_1            25               3.6
buf_2             13               1.1
mux2_2           126                23
nand3_1            9              0.74
a21oi_1           15               1.2
nor2_1            13              0.80
nand2_1           24               1.5
==> per-layer routing <==
| metal | track usage [%] | up-vias | routed length, um |
|---|---|---|---|
| met1 | 43.9 | 2174 | 7100 |
| met3 | 7.10 | 18 | 900 |
| met2 | 41.4 | 111 | 7270 |
| met4 | 6.76 | 0 | 333 |
| met5 | 0 | - | 0 |
| li1 | - | 1969 | - |
==> report_power, final <==
group,switching [mW],leakage [nW],internal [mW]
Clock,0.820,0.305,1.59
Combinational,0.397,1.59,0.577
Sequential,0.247,1.57,2.37
Total,1.46,3.46,4.54
==> cells by family (layout without fill, tap and decap cells) <==
group | count (synthesis) | count (layout) | share of synthesized area (%)
buf+inv | 34 | 127 | 2.61
flops | 128 | 128 | 52.6
compound gates | 92 | 92 | 11.6
simple gates | 89 | 89 | 7.99
mux | 137 | 137 | 25.2
==> critical path, stage by stage <==
cell           delay, ns
buf_2               0.11
buf_6               0.13
buf_4               0.14
and4bb_4            0.23
buf_12              0.13
a22o_1              0.25
a211oi_2            0.22
o32ai_1             0.10
dlygate4sd2_1       0.26
==> cell type report <==
cell class | instances | area, um^2
multi-input cells | 318 | 2920
inverters | 4 | 15.0
well taps | 143 | 179
flip-flops and latches | 128 | 3200
fillers | 858 | 3870
repair buffers | 91 | 838
clock buffers | 19 | 453
clock inverters | 13 | 184
==> through the flow <==
step	total power [mW]	hold slack, ns	area [um^2]	TNS [ns]	util, %
2_1_floorplan	3.19	0.244	6090	0	-
3_3_place_gp	3.52	0.351	6870	-4.75	58.9
3_5_place_dp	3.55	0.351	6870	-4.94	58.9
4_1_cts	6.04	0.469	7770	0	66.6
5_1_grt	6.29	0.491	7790	0	66.8
6_report	6.00	0.472	7790	0	66.8
==> what timing repair did <==
item	in CTS	in global routing
setup buffers	5	0
pin swaps	18	5
gates cloned	2	0
hold buffers	1	0
resized	70	7
hold endpoints to repair	2	0
setup endpoints to repair	8	7
==> final timing paths <==
path | from | end | slack, ns
hold / removal | rst | que[1][0]$_DFFE_PN0P_ | 0.47
min in group clk0 | que[14][2]$_DFFE_PN0P_ | que[14][2]$_DFFE_PN0P_ | 0.49
max in group asynchronous | rst | que[9][2]$_DFFE_PN0P_ | 1.63
hold reg to reg | que[14][2]$_DFFE_PN0P_ | que[14][2]$_DFFE_PN0P_ | 0.49
setup / recovery | r_ptr[3] | data_out[2] | 0.05
setup reg to reg | que[15][2]$_DFFE_PN0P_ | que[15][2]$_DFFE_PN0P_ | 1.90
Power and IR drop assume default switching activity.
