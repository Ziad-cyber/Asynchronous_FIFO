**design/flow/run.sh**
```bash
#!/bin/bash
# OpenROAD 26Q1-2900-gdf79404cd8, Yosys 0.63+post, stock flow scripts
make -C /OpenROAD-flow-scripts/flow DESIGN_CONFIG=/design/flow/config.mk WORK_HOME=/design/flow/orfs finish
```
**design/flow/config.mk**
```make
export PLATFORM = sky130hd
export DESIGN_NAME = read_pointer
export DESIGN_NICKNAME = read_pointer
export VERILOG_FILES = /design/flow/design.v
export SDC_FILE = /design/flow/constraint.sdc
export NUM_CORES = 4
export LEC_CHECK = 1
export CORE_AREA = 10 10 70 70
export DIE_AREA = 0 0 80 80
```
**design/flow/constraint.sdc**
```tcl
current_design read_pointer

set clk_period 1.2
set clk_io_pct 0.2

create_clock -name clk0 -period $clk_period [get_ports {r_clk}]

set non_clock_inputs [all_inputs -no_clocks]
set_input_delay [expr $clk_period * $clk_io_pct] -clock clk0 $non_clock_inputs
set_output_delay [expr $clk_period * $clk_io_pct] -clock clk0 [all_outputs]
```
**design/flow/design.v**
```verilog
module read_pointer (
    input wire       r_clk,
    input wire       rst,
    input wire       empty_flag,
    output reg [3:0] r_ptr
);
always @(posedge r_clk or negedge rst) 
    begin
        if (!rst) 
            begin
                r_ptr<=4'b0;    
            end    
        else
            begin
                if (!empty_flag) 
                    begin
                        r_ptr<=r_ptr+4'b1;    
                    end
            end
    end
endmodule
```
==> metrics.yaml <==
final_timing:
  skew_ps: 3.66
  fin_ws_ps: 54.9
  min_period_ps: 1150
  max_freq_mhz: 873
  finalSetupViolations: 0
  rsz0062_at_grt: "false"
  finalHoldViolations: 0
  worstMarginPinSlew_ps: 198
  min_period_over_period_pct: 95.4
  finalMaxSlewViolations: 0
  slew_headroom_pct: 86.7
synthesis:
  syn_area_um2: 180
  yosys_area_um2: 180
  synth_flops: 4
  topCellsByArea: "dfrtp_1, xnor2_1, nand4b_4"
  top_area_share_pct: 55.6
  ys_warn_count: 1
  synth_stat.cells: 11
  synthCells: 11
  syn_area_per_cell_um2: 16.4
  top_area_cell: "dfrtp_1"
  ys_types: 6
  ys_seq_share_pct: 55.6
route:
  firstDrtPassIters: 2
  drc_errors: 0
  routedWlPerCell_um: 6.66
  vias_per_cell: 2.01
  num_antenna_cells: 0
  first_iter_violations: 5
  finalWirelength_um: 493
  ant_nets: 0
  route.vias.total: 149
critical_path:
  cp.required_ps: 1320
  worst_r2r_path_depth: 3
  crit_arrival_ps: 1260
  r2r_end: "r_ptr[1]"
  cp_slowest_cell: "dfrtp_1"
  cpPeakStageDelay_ps: 370
  crit_chain: "buf_4 > ha_1 > mux2_2"
  r2r_start: "r_ptr[1]"
  critPathCaptureType: "register"
  crit_fanout: 3
  crit_end: "r_ptr[1]"
  crit_start: "r_ptr[1]"
  critPathLaunchType: "register"
  critical_path_class: "register to register"
  rrSetupSlack_ps: 50
outcome:
  status: "complete, no violations"
die:
  core.rowCount: 21
  fp.coreArea_mm2: 0.00342
  dieArea_mm2: 0.00640
  die_x_um: 80
  initCoreUtil_pct: 5.27
  ios: 7
  die_y_um: 80
clock_tree:
  numCtsBuffers: 3
  clkLatencyLatePin_ps: 230
  cts_buffer_depth: 2
  clk_pin_slew_ps: 40
  hold_buffers: 0
  clock-root-buffer: "clkbuf_4"
  clock_sinks: 4
  htree_levels: 1
  cts_tree: "yes"
global_routing:
  antenna_found_initial: 0
  gr-total-overflow: 0
  grt_util_all_layers_pct: 1.90
  grt_max_degree: 5
  grt_pass1_vias: 185
  grt_pass1_wl_um: 848
final_layout:
  mostFrequentLayoutCells: "buf_4, dlygate4sd2_1, dfrtp_1"
  largest_reg_flops: 4
  reg_top3: "r_ptr (4)"
  top_register: "r_ptr"
  fillers: 393
  drive_gt1_share_pct: 46.4
  postLayoutCoreUtil_pct: 11.0
  area_growth_pct: 108
  layout_top_cell: "buf_4"
power:
  p_total_mw: 0.867
  p_per_area_mw_per_mm2: 2310
  power.switching_mw: 0.244
  p_comb_share_pct: 53.0
  p_seq_share_pct: 27.7
  ir_drop_v: 0.000328
  p_sw_share_pct: 28.2
  power.leakage_nw: 0.165
  p_int_mw: 0.622
  power_frac_clock_pct: 19.3
place:
  gp_congestion: 0.680
  io_buffer_count: 6
  dp_slack_ps: -42.3
  dp.final_hpwl_um: 379
worst_hold_path:
  holdCritPathClass: "input pin to asynchronous set/reset pin"
run:
  log.warning_count: 25
  drv_cap: 0
power groups by stage:
stage	logic [mW]	registers, mW	clock network, mW
final	0.459	0.240	0.167
after global routing	0.517	0.251	0.190
after CTS	0.468	0.238	0.176
cell type report:
type / count / area [µm²] / area share [%]
Clock buffer: 3 / 22.5 / 6.00
Sequential cell: 4 / 100 / 26.7
Tap cell: 46 / 57.6 / 15.3
Timing Repair Buffer: 14 / 115 / 30.7
Multi-Input combinational cell: 7 / 80.1 / 21.3
Yosys cell counts:
master / number
nand2b_1: 1
ha_1: 1
mux2_2: 1
dfrtp_1: 4
nand4b_4: 1
xnor2_1: 3
per-stage QoR:
| step | instances | setup TNS [ps] | instance area (µm²) | hold slack, ps |
|---|---|---|---|---|
| 2_1_floorplan | 11 | 0 | 180 | -55.6 |
| 3_5_place_dp | 67 | -42.3 | 328 | 460 |
| 6_report | 74 | 0 | 375 | 214 |
| 3_3_place_gp | 67 | -7.67 | 328 | 455 |
| 5_1_grt | 74 | 0 | 375 | 217 |
| 4_1_cts | 74 | 0 | 375 | 209 |
logic make-up after synthesis:
group / Yosys count / synth area share [%]
DFF: 4 / 55.6
and+or+nand+nor: 2 / 16.7
xor gates and xnor gates: 3 / 14.6
adders and majority gates: 1 / 6.94
muxes: 1 / 6.25
metal layers:
metal	vias up	part of all wire [%]	track usage, %
met5	-	0	0
li1	73	-	-
met1	69	38	1.61
met2	7	30	2.01
met3	0	31	3.41
met4	0	0	0.528
worst max-delay path, delay by kind of cell (launching register included):
kind | cells | cell delay [ps]
buf+inv | 1 | 140
fa+ha+maj | 1 | 260
flops | 1 | 370
mux | 1 | 250
what timing repair did:
| item | 4_1_cts | 5_1_grt |
|---|---|---|
| gates resized | 4 | 0 |
| endpoints found under the setup margin | 4 | 0 |
| buffers inserted | 4 | 0 |
worst min-delay path by stage:
stage,from,endpoint,cells after the start
after CTS,rst,r_ptr[2],1
after global routing,rst,r_ptr[2],1
final,rst,r_ptr[2],1
Power and IR drop assume default switching activity.
